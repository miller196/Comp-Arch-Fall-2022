**/design/flow/design.v**
```verilog
module Multiplex(R0, R1, R2, R3, R4, R5, R6, R7, R8, R9, R10, R11, R12, R13, R14, R15, R16, R17, R18, R19, R20, R21, R22, R23, R24, R25, R26, R27, R28, R29, R30, R31, ReadAdd, Output, Clk);
input [31:0] R0, R1, R2, R3, R4, R5, R6, R7, R8, R9, R10, R11, R12, R13, R14, R15, R16, R17, R18, R19, R20, R21, R22, R23, R24, R25, R26, R27, R28, R29, R30, R31;
input [4:0] ReadAdd;
input Clk;
output reg [31:0] Output;
always @(posedge Clk)
begin
case(ReadAdd)
	5'b00000 : Output = R0;
	5'b00001 : Output = R1;
	5'b00010 : Output = R2;
	5'b00011 : Output = R3;
	5'b00100 : Output = R4;
	5'b00101 : Output = R5;
	5'b00110 : Output = R6;
	5'b00111 : Output = R7;
	5'b01000 : Output = R8;
	5'b01001 : Output = R9;
	5'b01010 : Output = R10;
	5'b01011 : Output = R11;
	5'b01100 : Output = R12;
	5'b01101 : Output = R13;
	5'b01110 : Output = R14;
	5'b01111 : Output = R15;
	5'b10000 : Output = R16;
	5'b10001 : Output = R17;
	5'b10010 : Output = R18;
	5'b10011 : Output = R19;
	5'b10100 : Output = R20;
	5'b10101 : Output = R21;
	5'b10110 : Output = R22;
	5'b10111 : Output = R23;
	5'b11000 : Output = R24;
	5'b11001 : Output = R25;
	5'b11010 : Output = R26;
	5'b11011 : Output = R27;
	5'b11100 : Output = R28;
	5'b11101 : Output = R29;
	5'b11110 : Output = R30;
	5'b11111 : Output = R31;
endcase
end
endmodule
```
**/design/flow/run.sh**
```bash
#!/bin/bash
# OpenROAD 26Q1-2900-gdf79404cd8, Yosys 0.63+post, stock flow scripts
make -C /OpenROAD-flow-scripts/flow DESIGN_CONFIG=/design/flow/config.mk WORK_HOME=/design/flow/orfs finish
```
**/design/flow/config.mk**
```make
export PLATFORM = sky130hd
export DESIGN_NAME = Multiplex
export DESIGN_NICKNAME = Multiplex
export VERILOG_FILES = /design/flow/design.v
export SDC_FILE = /design/flow/constraint.sdc
export NUM_CORES = 4
export LEC_CHECK = 1
export CORE_AREA = 10 10 409 409
export DIE_AREA = 0 0 419 419
```
**/design/flow/constraint.sdc**
```tcl
current_design Multiplex

set clk_period 13.5
set clk_io_pct 0.2

create_clock -name clk0 -period $clk_period [get_ports {Clk}]

set non_clock_inputs [all_inputs -no_clocks]
set_input_delay [expr $clk_period * $clk_io_pct] -clock clk0 $non_clock_inputs
set_output_delay [expr $clk_period * $clk_io_pct] -clock clk0 [all_outputs]
```
==> results.toml <==
# generated from flow reports
[pwr]
peakVddDrop_uv = 48.1
power_switching_uw = 397
p_int_uw = 579
pwr-share-seq_pct = 12.8
pwr-share-comb_pct = 70.4
power_density_nw_per_um2 = 43.8
p_clk_share_pct = 16.9
p_leak_nw = 7.29
switching_share_pct = 40.7

[synth]
synth-xor-area-share_pct = 0
synthTopLogicFamily = "simple AND/OR/NAND/NOR gates"
ys_sh_adder_pct = 0
top_area_share_pct = 25.4
netlist_instances = 1338
area_leaders = "nand3_1 (25%), mux2i_1 (8.0%), dfxtp_1 (7.2%)"
ys_warn_count = 1
synth_area_leader_cell = "nand3_1"
yosys_area_sq_um = 8870
syn_avg_cell_area_sq_um = 6.63
synthTopCellsByCount = "nand3_1 (450), clkbuf_1 (102), nand4_1 (97), mux2i_1 (71)"
ys_async_sr_fraction_pct = 0
syn_area_sq_um = 8870
ys_sh_aoi_pct = 21.4
synth-seq-cells = 32
most_common_cell = "nand3_1"
edf_count = 0
muxShareOfSynthArea_pct = 18.7
flop_cell = "dfxtp_1"
synth_seq_share_pct = 7.22
yosys-stat-cells = 1338
synth.distinct_cells = 48
yosys.area_share.simple_pct = 43.9

[route]
viasPerCell = 4.07
routed.top_layer = "met5"
drc_errors = 0
drt_iter0_drc = 1819
drt-met1-wl_microns = 71000
vias = 18000
route.met2.wl_microns = 89700
ant_nets = 0
wl_met3_microns = 20800
wl_microns = 188000
first_pass_iters = 5
wl_per_cell_microns = 42.7

[critical_path]
worstPathRequired_ps = 13730
cp-end-kind = "flip-flop"
max_stage_delay_ps = 810
critPathArrivalTime_ps = 6510
critPathKind = "in2reg"
startpoint_type = "input port"
critPathMaxFanout = 26
crit_top_cell = "buf_4"
path_cells = "buf_6 > buf_4 > buf_4 > buf_4 > mux2_2 > a32oi_1 > nand3_1 > nor4_1 > buf_4 > a21oi_1"
slowest_stage = "nor4_1"

[timing]
slew_headroom_pct = 2.39
tightest_slew_ps = 1430
rsz0062_at_grt = "false"
hold_violations = 0
drv_slew = 0
finalSetupViolCount = 0
finalCritPeriodShare_pct = 46.5
fin_crit_ps = 6280
fmax_ghz = 0.159
setup_tns_ps = 0

[grt]
grt_overflow = 0
grt_max_degree = 59
grt_pass1_vias = 17900
grt_antenna_before_repair = 212
grt_usage_pct = 20.7
grt_pass1_wl_microns = 228000

[floorplan]
pin_count = 1062
fp_util_pct = 5.60
die_w_microns = 419
num_rows = 146
die_h_microns = 419
coreArea_sq_um = 158000
dieArea_sq_um = 176000

[placed_design]
dpl_cell_area_sq_um = 22000
routabilityCongestion = 1.02
port_buffers = 1061
dp_hpwl_microns = 167000

[clock_tree]
clockBufferDepth = 2
cts_setup_buffers = 0
cts-buffers-inserted = 5
ctsHoldBuffers = 0
htree_levels = 2
clkSinkCount = 32
clk_pin_slew_ps = 90
cts-resized-gates = 0
cts_tree = "done"
ctsRootBufferMaster = "clkbuf_16"

[finish]
drive_gt1_share_pct = 7.60
synthToLayoutAreaGrowth_pct = 151
num-fill-cells = 18100
largest_reg_flops = 32
final_area_sq_um = 22300

[worst_hold_path]
min_path_type = "in2reg"
whs_endpoint = "Output[28]$_DFF_P_"
hold_depth = 3
hold_start = "R0[28]"

[outcome]
outcome = "completed"

[flow_run]
maxCapViolCount = 0
warnings = 25
[layout make-up]
class,instances,area (sq um),area share [%]
inverters,8,30.0,0.135
well taps,2072,2590,11.6
clock buffers,5,125,0.561
diodes,43,108,0.483
flip-flops and latches,32,641,2.87
repair buffers,1137,11200,50.2
multi-input cells,1117,7570,34.0
clock inverters,3,42.5,0.191
[logic make-up after synthesis]
| logic type | after synthesis |
|---|---|
| buffers and inverters | 189 |
| and+or+nand+nor | 719 |
| AOI/OAI and AO/OA | 268 |
| muxes | 130 |
| DFF | 32 |
[power groups by stage]
stage	sequential, mW	clock (mW)	combinational [mW]
4_1_cts	0.125	0.179	0.692
5_1_grt	0.126	0.175	0.713
6_report	0.125	0.165	0.687
[stage by stage]
stage	hold WS, ps	util, %	power (mW)	setup slack [ps]	std cells
3_5_place_dp	3290	13.9	0.814	7030	4366
3_3_place_gp	3300	13.9	0.819	6990	4366
4_1_cts	2890	14.0	0.996	7410	4374
5_1_grt	2940	14.0	1.01	7290	4400
6_report	2930	14.1	0.976	7220	4417
2_1_floorplan	2830	-	0.266	9090	1338
[critical path: cells and delay by family]
family                 cells  cell delay, ps
buffers and inverters      5            2120
AND/OR/NAND/NOR            2             900
multiplexers               1             400
AND-OR/OR-AND              2             220
[layer usage]
metal | GRT usage [%] | vias to the layer above
met5 | 0 | -
met4 | 5.37 | 162
met3 | 9.07 | 380
met2 | 34.2 | 1304
met1 | 24.4 | 8820
li1 | - | 7333
[worst max-delay path by stage]
stage,slack (ps),start,end
after CTS,7410,ReadAdd[3],Output[8]$_DFF_P_
after global routing,7290,ReadAdd[3],Output[8]$_DFF_P_
final,7220,ReadAdd[3],Output[8]$_DFF_P_
[cells in the final DEF (no fill, tap or decap), drive strengths merged, types with 8 or more instances in the layout]
cell type	instances
a21oi	36
a22o	29
a22oi	25
a31oi	30
a32o	9
a32oi	53
and3b	16
and4	24
buf	80
clkdlybuf4s50	1057
dfxtp	32
diode	43
inv	8
mux2	34
mux2i	71
mux4	25
nand2	39
nand3	450
nand4	97
nor2	34
nor4	32
o21ai	40
o22ai	29
Power and IR drop assume default switching activity.
