==> design/flow/design.v <==
module LNor(ResultC, Value1, Value2);
input [31:0] Value1, Value2;
output reg [31:0] ResultC;
always
ResultC = ~(Value1 || Value2);
endmodule
==> design/flow/run.sh <==
#!/bin/bash
# OpenROAD 26Q1-2900-gdf79404cd8, Yosys 0.63+post, stock flow scripts
make -C /OpenROAD-flow-scripts/flow DESIGN_CONFIG=/design/flow/config.mk WORK_HOME=/design/flow/orfs finish
==> design/flow/config.mk <==
export PLATFORM = sky130hd
export DESIGN_NAME = LNor
export DESIGN_NICKNAME = LNor
export VERILOG_FILES = /design/flow/design.v
export SDC_FILE = /design/flow/constraint.sdc
export NUM_CORES = 4
export LEC_CHECK = 1
export CORE_AREA = 10 10 70 70
export DIE_AREA = 0 0 80 80
==> design/flow/constraint.sdc <==
current_design LNor

set clk_period 1.3
set clk_io_pct 0.2

create_clock -name clk0 -period $clk_period

set non_clock_inputs [all_inputs -no_clocks]
set_input_delay [expr $clk_period * $clk_io_pct] -clock clk0 $non_clock_inputs
set_output_delay [expr $clk_period * $clk_io_pct] -clock clk0 [all_outputs]
==> results.json <==
{
  "p_leak_uw": 0.000419,
  "finalClockPeriodUsage_pct": 113,
  "avgSynthCellArea_um2": 7.18,
  "fin_hold_ws_ns": 0.865,
  "fmax_ghz": 0.679,
  "p_per_area_mw_per_mm2": 193,
  "cp-end-kind": "output pin",
  "nFillCells": 376,
  "track_usage_pct": 6.07,
  "num_vias": 566,
  "grt.overflow.total": 0,
  "ant_nets": 0,
  "layout-drive-gt1-share_pct": 48.7,
  "arrival_ns": 1.21,
  "core_area_mm2": 0.00342,
  "drtIter0Drc": 2,
  "final_hold_viol_count": 0,
  "adder_share_pct": 0,
  "firstDrtPassIters": 2,
  "finalSetupViolCount": 1,
  "synthDistinctLibCells": 5,
  "std_cell_rows": 21,
  "final_max_slew_viol_count": 0,
  "critPathMaxFanout": 1,
  "fin_crit_ns": 1.47,
  "dp_hpwl_um": 2060,
  "clockBufferCount": 0,
  "post_cts_buffers": 0,
  "yosys-top-cells-count": "buf_4, nor4_1, nand4_1",
  "gp_congestion": 0.845,
  "synthToLayoutAreaGrowth_pct": 150,
  "yosys-mux-area-fraction_pct": 0,
  "drt-total-wl_um": 2270,
  "vdd_ir_drop_max_v": 0.0000436,
  "fp.dieW_um": 80,
  "topCellsByArea": "buf_4, nor4_1, nand4_1",
  "grt_antenna_before_repair": 0,
  "status": "finished, violations left",
  "maxCapViolations": 0,
  "die_h_um": 80,
  "rsz0062_at_grt": "true",
  "synth-xor-area-share_pct": 0,
  "worst_slack_ns": -0.173,
  "dpl.cell_count": 163,
  "tns_ns": -0.173,
  "ys_seq_share_pct": 0,
  "post_drt_wl_per_cell_um": 13.9,
  "final_area_um2": 951,
  "pin_count": 96,
  "netlist_instances": 53,
  "ys_sh_simple_pct": 37.8,
  "grt_pass1_vias": 689,
  "chipArea_mm2": 0.00640,
  "logic_family": "buffers and inverters",
  "fp-utilization_pct": 11.1,
  "place_area_um2": 968,
  "syn-cell-area_um2": 380,
  "failed_checks": "setup timing",
  "place.port_buffers": 65,
  "synth_top_cell_by_count": "buf_4",
  "flop_area_um2": 0,
  "ys_chip_area_um2": 380,
  "grt_pass1_wl_um": 3270,
  "hold_class": "input port to output pin",
  "startpoint_type": "input port",
  "grt_max_degree": 2,
  "ys_cells": 53,
  "numSequentialCells": 0,
  "yosys_warnings": 1,
  "holdBufCountCts": 0,
  "n_antenna_cell": 0,
  "tool_warnings": 34,
  "via_per_inst": 3.47,
  "yosys.area.top_type": "buf_4",
  "critical_path_class": "input port to output pin",
  "stdcell_count": 163,
  "aoi_share_pct": 0,
  "cp_data_required_time_ns": 1.04,
  "yosysTopAreaCellShare_pct": 61.2,
  "drcViolationCount": 0
}
## per-layer routing
layer  track usage [%]  wire, µm  vias to the layer above
met3              1.59       248                        0
met5                 0         0                        -
li1                  -         -                      266
met4                 0         0                        0
met2              10.0      1060                       52
met1              8.17       956                      248
## cell families after synthesis
group                  Yosys count
buffers and inverters           31
other                            1
AND/OR/NAND/NOR                 21
## cell usage in the layout, fill, tap and decap left out
cell type,netlist,layout
nor4_4,0,5
nor4_2,2,12
nand4_1,4,4
conb_1,1,31
buf_2,0,21
dlygate4sd2_1,0,4
buf_6,0,8
clkdlybuf4s15_1,0,21
clkbuf_2,0,11
## final timing paths
check	startpoint	endpoint	slack, ns	cells after the start
setup / recovery	Value1[6]	ResultC[0]	-0.17	5
hold / removal	Value1[3]	ResultC[0]	0.86	5
## what timing repair did
item,in CTS,in global routing
hold endpoints to repair,0,0
gates resized,173,30
pin swaps,21,15
endpoints found under the setup margin,1,1
## power by group
part	internal (µW)	switching (µW)	total [µW]
Combinational	117	65.9	183
Clock	0	0	0
Sequential	0	0	0
Total	117	65.9	183
## layout make-up
type,count,area [µm²],share of cell area [%]
Tap cell,46,57.6,6.05
Timing Repair Buffer,65,495,52.1
Multi-Input combinational cell,52,398,41.8
## stage by stage
| step | worst slack (ns) | utilization [%] | total power [µW] |
|---|---|---|---|
| 3_5_place_dp | -0.984 | 28.4 | 212 |
| 5_1_grt | -0.316 | 27.8 | 201 |
| 2_1_floorplan | 0.189 | - | 75.6 |
| 6_report | -0.173 | 27.8 | 183 |
| 3_3_place_gp | -0.953 | 28.4 | 212 |
| 4_1_cts | -0.205 | 26.6 | 167 |
## critical path, cell delays in order
cell,delay (ns)
buf_6,0.09
nor4_4,0.27
nand4_1,0.18
nor4_2,0.27
buf_2,0.14
Power and IR drop assume default switching activity.
