==> design.v <==
module RAM(D,F,Adr,RW,clk);
	input [7:0] Adr;
	input RW,clk;
	input [31:0] D;
	output [31:0] F;
	reg [31:0] ram [255:0];
	reg [7:0] out;
	always @(posedge clk)
	begin
		if(RW)
			ram[Adr] <= D;
		out <= Adr;
	end
	assign	F = (RW)? 32'bz:ram[out];
endmodule
==> run.sh <==
#!/bin/bash
# OpenROAD 26Q1-2900-gdf79404cd8, Yosys 0.63+post, stock flow scripts
make -C /OpenROAD-flow-scripts/flow DESIGN_CONFIG=/design/flow/config.mk WORK_HOME=/design/flow/orfs finish
==> config.mk <==
export PLATFORM = sky130hd
export DESIGN_NAME = RAM
export DESIGN_NICKNAME = RAM
export VERILOG_FILES = /design/flow/design.v
export SDC_FILE = /design/flow/constraint.sdc
export NUM_CORES = 4
export LEC_CHECK = 1
export CORE_UTILIZATION = 50
export SYNTH_MEMORY_MAX_BITS = 65536
==> constraint.sdc <==
current_design RAM

set clk_period 295.5
set clk_io_pct 0.2

create_clock -name clk0 -period $clk_period [get_ports {clk}]

set non_clock_inputs [all_inputs -no_clocks]
set_input_delay [expr $clk_period * $clk_io_pct] -clock clk0 $non_clock_inputs
set_output_delay [expr $clk_period * $clk_io_pct] -clock clk0 [all_outputs]
==> Implementation_results.wiki <==
== Metrics ==
{| class="wikitable"
! Metric !! Value
|-
| Outcome || finished with violations
|-
| Violations in the final reports || max-capacitance violations, max-slew violations
|-
| Clk root buf || clkbuf_16
|-
| DRC violations left || 0
|-
| Count of different cell masters after synthesis || 62
|-
| H-tree depth reported by CTS || 6
|-
| Count of placed standard cells including taps || about 23k
|-
| Mean cell area of the mapped netlist || 21.9 um2
|-
| Met1 routing resource usage after global routing || between 30% and 40%
|-
| Global-route wire length before repair || roughly 1,300,000 um
|-
| Yosys stat chip area || roughly 320,000 um2
|-
| Max-cap violations || 3
|-
| Share of async-settable or async-resettable flops after synthesis || 0%
|-
| Maximum clock insertion buffer count || 4
|-
| Routed via count || approximately 160k
|-
| Post-synthesis cell type with the largest combined area || edfxtp_1
|-
| Grt met3 use || 34.3%
|-
| Number of OpenROAD warnings || 26
|-
| Maximum number of pins on one net before global-route repair || approximately 97
|-
| Number of clock buffers inserted by TritonCTS || approximately 810
|-
| Detailed-placement wirelength estimate || about 590,000 um
|-
| DR pass1 iterations || 7
|-
| Worst Setup Slack post-DPL || between 200 and 250 ns
|-
| Layer with the highest usage || met2
|-
| Primary FF master, synth || edfxtp_1
|-
| Path category of the worst min-delay check || in -> reg
|-
| Port buffer count || approximately 73
|-
| Startpoint-to-endpoint class of the critical path || reg -> out
|-
| Setup ws final || ~230 ns
|-
| Post-layout min period || between 60 and 70 ns
|-
| Average wire per cell in the routed design || around 39 um
|-
| Met2 global-route usage || between 40% and 50%
|-
| Type of element launching the critical path || flip-flop
|-
| Mean number of vias per cell || between 6 and 7
|-
| Largest reg by FF count || ram
|-
| Final Instance Count excl. Fillers || 24.6k
|-
| Number of flip-flops in the largest register || a little over 8k
|-
| Static leakage power || around 110 nW
|-
| Number of global-route vias before repair || approximately 170k
|-
| Cell count after synthesis || between 10k and 15k
|-
| Final Max Tran Viols || 4
|-
| Initial antenna violation count || between 70 and 80
|-
| Count of yosys warnings during synthesis || 2
|-
| Area of the die || roughly 630,000 um2
|-
| Number of cell instances after yosys synthesis || around 14k
|-
| Grt total ovfl || 0
|-
| Worst voltage drop across the vdd grid || about 7.5 uV
|-
| Worst-path clk slew || roughly 0.060 ns
|-
| Mapped Area || ~320,000 um2
|-
| Critical Path RT || around 240 ns
|-
| Number of buffers inserted to repair setup after CTS || 0
|-
| Effective utilization at floorplan || between 50% and 60%
|-
| Final critical-path share of the clock period || between 20% and 30%
|-
| GRT Overall Usage || about a third
|-
| Power density over the cells || 6.72 nW/um2
|-
| Clk sinks || 8,200
|-
| Endpoints failing setup || 0
|-
| Total detailed-routing wirelength || about 970,000 um
|-
| Row count || roughly 290
|-
| Measured slew at the worst slew-check pin || about 1.6 ns
|-
| Register area share after synthesis || 78.1%
|-
| Clock tree from TritonCTS || done
|-
| Number of synthesized flops with an enable pin || between 8k and 9k
|-
| Worst slew margin relative to its limit || -7.87%
|-
| Highest fanout seen on the critical path || a little over 60
|-
| Area of the placeable core || ~630,000 um2
|-
| Area share of the largest cell type after synthesis || between 70% and 80%
|-
| Final weighted congestion of routability-driven global placement || 0.979
|-
| Crit end category || output port
|-
| Area added between synthesis and finish || 13.5%
|-
| Layout cells sized above 1 || 26.0%
|-
| Data arrival at the endpoint of the critical path || around 9.6 ns
|-
| Number of register bits inferred by synthesis || slightly above 8k
|-
| Synth top area cells || edfxtp_1, mux4_2, mux2i_1
|-
| Post-route ant nets || 0
|-
| Most common cell in the synthesized netlist || edfxtp_1
|-
| Total count of hold-check failures in the final report || 0
|-
| Setup total negative slack || 0 ns
|-
| Regs by FF count || ram x8192
|-
| Horizontal die size || slightly below 800 um
|-
| Die y size || about 800 um
|-
| Unrepaired setup endpoints after global routing || no
|-
| Most numerous cell types in the synthesized netlist || edfxtp_1, mux4_2, mux2i_1
|-
| Peak clock frequency supported by timing || approximately 15 MHz
|-
| Number of cells upsized or downsized after cts || 0
|-
| CTS Hold Buffers Added || 0
|-
| Num ports || ~74
|-
| Starting DRC count in detailed routing || 10.4k
|}
[final timing paths]
path                       from            to  slack (ns)  cells past startpoint
worst max-delay path  flip-flop         F[15]      226.83                     14
worst min-delay path      D[26]  ram[172][26]       58.28                      1
[layer usage]
metal | share of wire [%] | vias to the layer above
met5 | 0.63 | -
met4 | 5.7 | 114
met3 | 23 | 2017
met2 | 45 | 13215
met1 | 26 | 77861
li1 | - | 63621
[critical path, cell delays in order, from the launching register on]
cell and delay, ns:
dfxtp_4 0.66, buf_4 0.64, buf_4 0.63, buf_4 0.54, buf_12 0.47, buf_4 0.73, buf_4 0.72, mux4_2 0.35
mux2i_1 0.11, a22oi_1 0.57, nand4_1 0.78, nor2_1 1.03, buf_4 0.23, and4bb_1 0.27, clkdlybuf4s50_1 0.51
[kinds of logic after synthesis]
kind of cell           Yosys count  synth area share, %
DFF                           8200                 78.1
and+or+nand+nor               1008                 1.63
buffers and inverters          904                 1.69
muxes                         2877                 15.3
AOI/OAI and AO/OA             1422                 3.27
[layout make-up]
class	instances	area (um2)
fill	44091	270000
clock buffer	992	21000
multi-input combinational	5307	66300
clock inverter	496	4450
timing repair buffer	1082	8730
antenna	133	333
inverter	27	116
tap	8350	10400
sequential	8200	246000
[cells in the final DEF, fill, tap and decap left out, types with 179 or more instances in the layout]
cell type,n
buf_4,983
clkbuf_16,814
mux2i_1,1233
mux4_2,1534
a21oi_1,312
nor2_4,258
o22ai_1,179
o221ai_1,383
clkinv_1,202
edfxtp_1,8192
[through the flow]
stage	util (%)	cell area [um2]	hold slack [ns]	total power, mW
5_1_grt	56.9	357000	58.24	2.46
3_5_place_dp	52.8	332000	59.48	1.43
6_report	56.9	358000	58.28	2.40
2_1_floorplan	-	315000	59.13	1.37
3_3_place_gp	52.8	332000	59.48	1.43
4_1_cts	56.9	357000	58.20	2.41
[power by group]
part / switching [mW] / internal, mW / total (mW)
clock network: 0.437 / 0.554 / 0.990
logic: 0.0881 / 0.0403 / 0.128
registers: 0.00111 / 1.28 / 1.28
No activity file was given, so power comes from the tool's default toggle rates.
